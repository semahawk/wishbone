### flow/config.mk
export PLATFORM = sky130hd
export DESIGN_NAME = wb_slave_register
export DESIGN_NICKNAME = wb_slave_register
export VERILOG_FILES = /design/flow/design.v
export SDC_FILE = /design/flow/constraint.sdc
export NUM_CORES = 4
export LEC_CHECK = 1
export CORE_UTILIZATION = 30
### flow/constraint.sdc
current_design wb_slave_register

set clk_period 15.4
set clk_io_pct 0.2

create_clock -name clk0 -period $clk_period [get_ports {clk_i}]

set non_clock_inputs [all_inputs -no_clocks]
set_input_delay [expr $clk_period * $clk_io_pct] -clock clk0 $non_clock_inputs
set_output_delay [expr $clk_period * $clk_io_pct] -clock clk0 [all_outputs]
### flow/design.v
`default_nettype none
typedef enum {
    STATE_IDLE,
    STATE_PROCESS,
    STATE_WAIT_FOR_PHASE_END
} state_t;
module wb_slave_register (
    input wire rst_i,
    input wire clk_i,
    input wire [ADDR_WIDTH-1:0] adr_i,
    input wire [DATA_WIDTH-1:0] dat_i,
    output reg [DATA_WIDTH-1:0] dat_o,
    input wire [SEL_WIDTH-1:0] sel_i,
    input wire we_i,
    input wire stb_i,
    output wire ack_o,
    output wire err_o,
    input wire cyc_i
);
    parameter ADDR_WIDTH = 16;
    parameter DATA_WIDTH = 32;
    parameter GRANULE = 8;
    parameter REGISTER_NUM = 16;
    localparam SEL_WIDTH = DATA_WIDTH / GRANULE;
    reg [DATA_WIDTH-1:0] register_value [0:REGISTER_NUM-1];
    reg [ADDR_WIDTH-1:0] r_adr_i;
    reg [DATA_WIDTH-1:0] r_dat_i;
    reg [SEL_WIDTH-1:0] r_sel_i;
    reg r_we_i;
    reg ack = 1'h0;
    reg err = 1'h0;
    state_t state = STATE_IDLE;
    int i;
    always @(posedge clk_i) begin
        if (rst_i) begin
            state <= STATE_IDLE;
            ack <= 1'h0;
            err <= 1'h0;
            for (i = 0; i < REGISTER_NUM; i++) begin
                register_value[i] <= {DATA_WIDTH{1'h0}};
            end
        end else begin
            case (state)
                STATE_IDLE: begin
                    if (stb_i) begin
                        state <= STATE_PROCESS;
                        r_sel_i <= sel_i;
                        r_adr_i <= adr_i;
                        r_we_i <= we_i;
                        ack <= 1'h0;
                        err <= 1'h0;
                        if (we_i) begin
                            r_dat_i <= dat_i;
                        end
                    end
                end
                STATE_PROCESS: begin
                    if (r_adr_i > REGISTER_NUM) begin
                        err <= 1'h1;
                        ack <= 1'h0;
                    end else begin
                        for (i = 0; i < SEL_WIDTH; i++) begin
                            if (r_sel_i[i]) begin
                                if (r_we_i) begin
                                    register_value[r_adr_i][i*GRANULE+:GRANULE] <= r_dat_i[i*GRANULE+:GRANULE];
                                end else begin
                                    dat_o[i*GRANULE+:GRANULE] <= register_value[r_adr_i][i*GRANULE+:GRANULE];
                                end
                            end
                        end
                        ack <= 1'h1;
                        err <= 1'h0;
                    end
                    state <= STATE_WAIT_FOR_PHASE_END;
                end
                STATE_WAIT_FOR_PHASE_END: begin
                    if (~stb_i) begin
                        state <= STATE_IDLE;
                        ack <= 1'h0;
                        err <= 1'h0;
                    end
                end
            endcase
        end
    end
    assign ack_o = ack;
    assign err_o = err;
endmodule
### flow/run.sh
#!/bin/bash
# OpenROAD 26Q1-2900-gdf79404cd8, Yosys 0.63+post, stock flow scripts
make -C /OpenROAD-flow-scripts/flow DESIGN_CONFIG=/design/flow/config.mk WORK_HOME=/design/flow/orfs finish
==> flow_metrics.env <==
# yosys + openroad results
export IMPL_detailedRoute_firstPassIterationCount=7
export IMPL_ys_warnings_count=1
export IMPL_dpl_instance_area_um2=28200
export IMPL_htree_levels=2
export IMPL_dr_first_iter_drc_count=863
export IMPL_skew_ns=0.0153
export IMPL_core_area_um2=85700
export IMPL_routed_wl_mm=63.5
export IMPL_worstPathRequired_ns=15.63
export IMPL_die_extent_in_x_um=297
export IMPL_clk_transition_reported_paths_ns=0.06
export IMPL_worst_slew_margin_rel_pct=33.1
export IMPL_critical_path_source_type="primary input"
export IMPL_grt_first_pass_wirelength_mm=97.1
export IMPL_drc=0
export IMPL_synth_cell_types=38
export IMPL_post_synth_top_count_cell="sky130_fd_sc_hd__edfxtp_1"
export IMPL_worst_setup_path_end_kind="register"
export IMPL_log_warning_count=29
export IMPL_hold_path_class="register to register"
export IMPL_tritoncts="built"
export IMPL_antenna_found_initial=0
export IMPL_worst_pin_slew_ns=1.00
export IMPL_post_cts_repair_setup_buffers=0
export IMPL_synth_edff_count=597
export IMPL_globalplace_congestion=0.842
export IMPL_setup_violations_final=0
export IMPL_grt_start_max_net_pins=72
export IMPL_worst_path_max_fanout=71
export IMPL_synth_top_area_share_pct=68.7
export IMPL_core_util_floorplan_pct=30.5
export IMPL_grtUsageTotal_pct=15.5
export IMPL_post_detailed_route_count_of_antenna_violating_nets=0
export IMPL_grt_overflow_total=0
export IMPL_syn_instance_count=1707
export IMPL_dieHeight_um=297
export IMPL_peakVddDrop_mv=0.0819
export IMPL_avgRoutedWirePerCell_um=21.5
export IMPL_cp_data_arrival_time_ns=6.02
export IMPL_routed_via_density=5.00
export IMPL_mean_instance_size_in_the_synthesized_netlist_um2=15.3
export IMPL_synth_async_sr_flop_share_pct=0
export IMPL_p_leak_nw=9.27
export IMPL_num_cts_buffers=61
export IMPL_rsz0062_at_grt="no"
export IMPL_layout_min_cycle_time_ns=5.79
export IMPL_areaGrowthSynthToFinish_pct=15.3
export IMPL_common_cells="sky130_fd_sc_hd__edfxtp_1 (597), sky130_fd_sc_hd__nor2_1 (513), sky130_fd_sc_hd__mux4_2 (128), sky130_fd_sc_hd__clkbuf_1 (99), sky130_fd_sc_hd__nand4_1 (69)"
export IMPL_finalHoldWorstSlack_ns=0.532
export IMPL_root_buffer="sky130_fd_sc_hd__clkbuf_16"
export IMPL_period_used_pct=37.6
export IMPL_gr_usage_met2_pct=22.3
export IMPL_chip_area_um2=88200
export IMPL_post_synth_instance_area_um2=26100
export IMPL_pwr_density_cell_nw_per_um2=125
export IMPL_ctsHoldBuffers=0
export IMPL_io_buffers=89
export IMPL_ys_dominant_reg_cell="sky130_fd_sc_hd__edfxtp_1"
export IMPL_synth_stat_cells=1707
export IMPL_slew_violations=0
export IMPL_synth_seq_cells=605
export IMPL_final_layout_size_suffix_gt1_share_pct=16.7
export IMPL_criticalPathCategory="primary input to register"
export IMPL_yosys_stat_chipArea_um2=26100
export IMPL_ctsLongestPathBuffers=3
export IMPL_cts_sink_count=605
export IMPL_place_hpwl_mm=40.5
export IMPL_floorplan_rows=107
export IMPL_first_global_vias=15800
export IMPL_grt_busiest_layer="met2"
export IMPL_ys_top_cells_by_area="sky130_fd_sc_hd__edfxtp_1 (69%), sky130_fd_sc_hd__mux4_2 (11%), sky130_fd_sc_hd__nor2_1 (7.4%)"
export IMPL_cts_repair_resized=0
export IMPL_timing_max_cap_violations=0
export IMPL_fin_tns_setup_ns=0
export IMPL_yosysTopAreaCell="sky130_fd_sc_hd__edfxtp_1"
export IMPL_outcome="finished, final reports clean"
export IMPL_vias=14700
export IMPL_report_final_hold_viol_count=0
export IMPL_post_route_util_pct=35.1
export IMPL_clock_latency_late_pin_ns=0.61
export IMPL_stdcell_area_um2=30100
export IMPL_io_pins=91
export IMPL_gr_usage_met3_pct=10.5
export IMPL_use_met1_pct=20.3
export IMPL_maxClockFrequency_mhz=173
export IMPL_yosys_stat_seqShare_pct=69.3
-- placed cells by master, fill, tap and decap left out, drive strengths merged --
master           n
nand2           34
nor4b            7
nand2b           1
mux4           128
clkdlybuf4s50   88
dfxtp            8
o21bai          64
clkbuf          83
edfxtp         597
o21ai            3
bufinv           3
a311oi           1
nand3b           1
diode            1
and4             1
nand3            3
a41o             1
clkinv          23
nor2b            4
nor3             1
a22oi           64
and2             2
nor4             4
nor2           513
a21oi            3
and4b            4
nor4bb           6
mux2i            1
ha               4
inv              5
mux2             5
o41ai            1
and3b            4
buf             43
nand4           97
-- state kept, by name, summed over array words and instances, names as in the netlist, named ones only --
name	count
register_value	512
dat_o	32
r_dat_i	32
r_adr_i	16
r_sel_i	4
state	2
ack	1
err	1
r_we_i	1
-- layout make-up --
| class | count | area [µm²] |
|---|---|---|
| clock buffer | 83 | 1640 |
| inverter | 5 | 18.8 |
| fill | 7956 | 55600 |
| multi-input combinational | 957 | 7490 |
| clock inverter | 26 | 198 |
| sequential | 605 | 18100 |
| timing repair buffer | 131 | 1200 |
| tap | 1144 | 1430 |
| antenna | 1 | 2.50 |
-- power breakdown --
part / total, W / internal (W) / leakage [nW] / switching (W)
Clock: 0.00138 / 0.000787 / 0.896 / 0.000596
Sequential: 0.00193 / 0.00188 / 6.13 / 0.0000448
Combinational: 0.000451 / 0.000186 / 2.24 / 0.000265
-- routing by layer --
layer | up-vias | routed length (µm)
met4 | 0 | 1260
met2 | 784 | 28400
met1 | 7240 | 24100
li1 | 6633 | -
met3 | 91 | 9790
met5 | - | 0
-- through the flow --
stage	std cells	worst slack [ns]	power, W
after floorplan	1707	10.08	0.00226
after global placement	2842	9.12	0.00240
after detailed placement	2842	9.04	0.00241
after CTS	2951	9.70	0.00379
after global routing	2951	9.38	0.00390
final	2952	9.61	0.00376
-- kinds of logic after synthesis --
family / count (synthesis) / synth area share (%)
compound gates: 137 / 3.97
fa+ha+maj: 4 / 0.192
buf+inv: 145 / 2.34
flops: 605 / 69.3
mux: 134 / 11.3
simple gates: 682 / 12.9
-- path summary, 6_finish.rpt --
check	startpoint	endpoint	slack, ns	cells past startpoint
worst max-delay path	rst_i	register_value[8][31]	9.61	5
worst min-delay path	state[1]	state[1]	0.53	2
worst max register to register	r_adr_i[2]	register_value[8][31]	11.73	4
worst min register to register	state[1]	state[1]	0.53	2
-- critical path: stages --
cell                       delay, ns
sky130_fd_sc_hd__buf_2          0.12
sky130_fd_sc_hd__buf_4          0.36
sky130_fd_sc_hd__and3b_1        0.84
sky130_fd_sc_hd__nand4_1        0.61
sky130_fd_sc_hd__o21bai_1       0.99
Power is estimated from default activity; no workload was simulated.
